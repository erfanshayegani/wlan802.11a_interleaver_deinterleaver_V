<file path="design.v">
`timescale 1ns / 1ps
module deinterleaver(
    input wire clk,
    input wire reset,
    input wire in,
    output reg out
    );
	reg [6:0]i;
	wire [6:0]k;
	reg [6:0]Ncbps;
itok itok (
    .Ncbps(Ncbps), 
    .i(i), 
    .k(k)
    );
	reg flag;
	always@(posedge clk or negedge reset)
	begin
		if (!reset)
		begin
			i <= 0;
			Ncbps <= 7'd48;
			flag <= 0;
		end	
		else if (Ncbps == 7'd48 && i == 7'd47)
		begin
			i <= 0;
			Ncbps <= 7'd96;
			flag <= 1;
		end	
		else if (i == 7'd95)
		begin
			i <= 0;
			flag <= ~flag;
		end	
		else
			i <= i+1;
	end	
	reg [0:47]signal;
	always@(posedge clk or negedge reset)
	begin
		if (!reset)
			signal <= 0;
		else if(Ncbps == 7'd48)
			signal[k] <= in;
	end
	reg [0:95]a,b;
	always@(posedge clk or negedge reset)
	begin
		if (!reset)
		begin
			a <= 0; b <= 0;
		end
		else if (Ncbps == 7'd96 && flag == 1)	
			a[k] <= in;
		else if (Ncbps == 7'd96 && flag == 0)	
			b[k] <= in;
	end
	reg [7:0]counter;
	always@(posedge clk or negedge reset)
	begin
		if (!reset)
			counter <= 0;
		else if (counter < 8'd143)
			counter <= counter +1;
		else if (counter == 8'd143)
			counter <= 8'd255;  
	end	
	always@(posedge clk or negedge reset)
	begin
		if (!reset)
		begin
		end
		else if (counter <= 143)
		begin
			if (counter >= 96)
			begin
				out <= signal[counter - 96];
			end
		end
		else if (counter == 255 && flag == 0)
			out <= a[i];
		else if (counter == 255 && flag == 1)
			out <= b[i];	
	end
endmodule
module itok(Ncbps,i,k);
	input wire [6:0]Ncbps;  
	input wire [6:0]i;
	output reg [6:0]k;  
	always@(*)
	begin
		if (Ncbps == 7'd48)
		begin
			k = (i<<4) - 47*((i<<4)/48);
		end
		else if (Ncbps == 7'd96)
		begin
			k = (i<<4) - 95*((i<<4)/96);
		end
		else  
			k = 8'b0;
	end
endmodule
</file>
<file path="run.sh">
#!/bin/bash
# OpenROAD 26Q1-2900-gdf79404cd8, Yosys 0.63+post, stock flow scripts
make -C /OpenROAD-flow-scripts/flow DESIGN_CONFIG=/design/flow/config.mk WORK_HOME=/design/flow/orfs finish
</file>
<file path="config.mk">
export PLATFORM = sky130hd
export DESIGN_NAME = deinterleaver
export DESIGN_NICKNAME = deinterleaver
export VERILOG_FILES = /design/flow/design.v
export SDC_FILE = /design/flow/constraint.sdc
export NUM_CORES = 4
export LEC_CHECK = 1
export CORE_UTILIZATION = 50
</file>
<file path="constraint.sdc">
current_design deinterleaver

set clk_period 13.1
set clk_io_pct 0.2

create_clock -name clk0 -period $clk_period [get_ports {clk}]

set non_clock_inputs [all_inputs -no_clocks]
set_input_delay [expr $clk_period * $clk_io_pct] -clock clk0 $non_clock_inputs
set_output_delay [expr $clk_period * $clk_io_pct] -clock clk0 [all_outputs]
</file>
==> Changelog: implementation <==
### Implementation results

- Synthesis area per yosys: 0.0170 mm²
- Number of antenna-violating nets in the routed design: 0
- Pwr/cell area: 76.6 mW/mm²
- Diode count: 0
- Die y size: 186 µm
- Fin Clk Skew: 0.0108 ns
- Worst Reg-to-Reg Cells: 76
- Hold EP: a[42]
- Post-synthesis register bit count: 259
- Number of flops mapped to enable cells by yosys: 1
- Pre-Repair DR Iteration Count: 5
- Most common cell on crit path: sky130_fd_sc_hd__buf_4
- Worst VDD drop: 96.7 µV
- Primary flip-flop cell chosen by synthesis mapping: sky130_fd_sc_hd__dfrtp_1
- Stage-log warning count: 54
- Vias per inst: 5.80
- Unrepaired setup endpoints after global routing: yes
- Netlist cell types: 98
- Met1 usage in global routing: 41.0%
- Hold buffer count at cts: 0
- Sequential-to-total area share from yosys stat: 38.2%
- Highest achievable clock rate: 70.0 MHz
- Signed area change from the synthesized netlist to the final layout: 24.6%
- Category of the most critical setup path: reg2reg
- CP startpoint: i[0]
- Final tally of hold violations: 0
- Min Clock Period, post-route: 14.28 ns
- Average wire per cell in the routed design: 19.5 µm
- # IOs: 4
- Clock buffer count from CTS: 29
- Worst hold margin: 0.481 ns
- Detailed Route Iter0 Violations: 627
- Worst Setup Slack, final: -1.18 ns
- GRT Max-Usage Layer: met1
- Via count: 12600
- Crit-path max FO: 7
- Layout cells sized above 1: 42.9%
- WP data required: 13.54 ns
- Share of the core filled by cells before placement: 50.8%
- Cycle use final: 109%
- Residual DRC: 0
- Ys async rst share: 99.6%
- Die footprint: 0.0347 mm²
- Standby leakage power: 0.00942 µW
- Mean area per synthesized cell: 11.2 µm²
- Commonest non-fill, non-tap cell in the layout: sky130_fd_sc_hd__dfrtp_1
- # Cells Yosys: 1522
- Number of antenna violations at the first check in global routing: 0
- Outcome: complete, but fails checks
- Clock network latency to the later pin of the worst-skew pair: 0.56 ns
- Signal arrival time at the worst endpoint: 14.72 ns
- Kind of launch point of the worst setup path: flop
- Fraction of met2 tracks used by global routing: 40.7%
- Filler Cells Inserted: 2473
- First-pass GRT wire length: 68900 µm
- Total core area: 0.0334 mm²
- Aggregate global-route resource usage: 26.9%
- Total wire length after detailed routing: 42400 µm
- Violated checks: negative setup slack
- Worst setup EP type: flop
- Worst flop-to-flop path startpoint: i[0]
- Slew margin rel.: 39.9%
- Cell chosen for the clock root: sky130_fd_sc_hd__clkbuf_16
- Class of the most critical hold timing path: reg2reg
- Final Slew Violations: 0
- Routability cong.: 0.915
- Worst Hold Launch: a[42]
- Gate count of the mapped netlist: 1522
- Capture instance of the worst register-to-register path: signal[43]
- Reg-to-reg setup timing slack: -1.18 ns
- Number of setup violations in the final report: 240
- Synthesis warning total: 2
- Die Span X: 186 µm
- Cell Area, Synth: 0.0170 mm²
- Number of cells after detailed placement: 2067
- Total half-perimeter wirelength after legalization and detailed placement: 27000 µm
- Maximum number of pins on one net before global-route repair: 127
- Clock-pin slew of the registers on the worst-case setup and hold paths: 0.07 ns
- Clock H-tree levels: 1
- Slowest stage cell, crit path: sky130_fd_sc_hd__fa_2
- Most frequent logic cells in the routed design: 256 x sky130_fd_sc_hd__dfrtp_1, 226 x sky130_fd_sc_hd__buf_4, 209 x sky130_fd_sc_hd__nor2_1
- Depth of the worst hold-timing path: 1
- Bufs on Longest Clock Path: 3
- Number of cell rows: 67
- Via count of the first global-routing pass: 12700
- Met3 usage in global routing: 8.10%
- Number of sinks on the clock net: 259
- TritonCTS clock tree: done
- Global-route congestion overflow total: 0
- Final instance count without filler cells: 2169
- Max_cap viols: 0
- Maximum single-stage delay on the critical path: 0.52 ns
- Number of buffers added on ports: 3
- TNS Setup: -225.27 ns
- Slew @ Worst Pin: 0.893 ns
power by group:
part           total, µW  switching (µW)  internal, µW
sequential           803            1.01           802
clock                788             332           457
combinational       30.0            25.8          4.21
worst max path at each step:
stage	cells past startpoint	endpoint	slack (ns)
after CTS	70	signal[43]	-1.26
after global routing	72	signal[43]	-1.89
final	76	signal[43]	-1.18
cells by family after synthesis:
| group | share of synthesized area, % |
|---|---|
| buf+inv | 4.27 |
| compound gates | 5.64 |
| fa+ha+maj | 7.15 |
| simple gates | 15.1 |
| flops | 38.2 |
| mux | 27.2 |
| xor+xnor | 2.45 |
state kept, by name, indices dropped and copies added, names as in the netlist:
| name | cells |
|---|---|
| signal | 48 |
| out | 1 |
| flag | 1 |
| b | 96 |
| i | 7 |
| Ncbps | 2 |
| a | 96 |
| counter | 8 |
critical path, delay by kind of cell, from the launching register on:
kind	cells	cell delay [ns]
mux	2	0.44
compound gates	15	2.66
fa+ha+maj	12	3.11
buf+inv	21	2.13
xor+xnor	3	0.37
flops	1	0.49
simple gates	23	4.93
through the flow:
| step | setup WS (ns) | util, % | total power, µW | area, µm² |
|---|---|---|---|---|
| after floorplan | -2.27 | - | 827 | 17300 |
| after global placement | -1.27 | 56.7 | 848 | 19000 |
| after detailed placement | -1.62 | 56.7 | 848 | 19000 |
| after CTS | -1.26 | 61.8 | 1640 | 20700 |
| after global routing | -1.89 | 63.2 | 1680 | 21200 |
| final | -1.18 | 63.2 | 1620 | 21200 |
per-layer routing:
metal | wire length (µm) | part of all wire [%]
met5 | 0 | 0
met3 | 2840 | 6.7
met1 | 19000 | 45
met2 | 19800 | 47
met4 | 745 | 1.8
cell usage after synthesis, types with 16 or more instances:
cell type	number	area, µm²
sky130_fd_sc_hd__inv_1	58	218
sky130_fd_sc_hd__o211ai_1	16	120
sky130_fd_sc_hd__nor4_1	23	144
sky130_fd_sc_hd__a21oi_1	20	100
sky130_fd_sc_hd__mux2_2	167	1880
sky130_fd_sc_hd__clkbuf_1	75	282
sky130_fd_sc_hd__nor2_1	227	852
sky130_fd_sc_hd__nand3_1	42	210
sky130_fd_sc_hd__dfrtp_1	257	6430
sky130_fd_sc_hd__ha_1	73	913
sky130_fd_sc_hd__nor3_1	25	125
sky130_fd_sc_hd__nand4_1	18	113
sky130_fd_sc_hd__mux2_1	73	822
sky130_fd_sc_hd__mux4_2	78	1760
sky130_fd_sc_hd__xnor2_1	36	315
sky130_fd_sc_hd__nand2_1	49	184
sky130_fd_sc_hd__o21ai_0	20	100
repair_timing:
action / CTS / global route
endpoints found under the setup margin: 240 / 240
setup buffers: 35 / 11
cloned: 2 / 2
pin swaps: 59 / 33
gates resized: 91 / 82
final cells by class:
cell class	instances	area [µm²]	area share [%]
clock inverters	8	62.6	0.296
flip-flops and latches	259	6490	30.7
well taps	448	561	2.65
repair buffers	250	2120	10.0
multi-input cells	1096	10800	51.1
clock buffers	46	870	4.11
inverters	62	254	1.20
Power figures rest on the tool's default switching activity, not on a simulated workload.
