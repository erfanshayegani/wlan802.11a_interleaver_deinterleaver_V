[flow/run.sh]
#!/bin/bash
# OpenROAD 26Q1-2900-gdf79404cd8, Yosys 0.63+post, stock flow scripts
make -C /OpenROAD-flow-scripts/flow DESIGN_CONFIG=/design/flow/config.mk WORK_HOME=/design/flow/orfs finish
[flow/config.mk]
export PLATFORM = sky130hd
export DESIGN_NAME = interleaver
export DESIGN_NICKNAME = interleaver
export VERILOG_FILES = /design/flow/design.v
export SDC_FILE = /design/flow/constraint.sdc
export NUM_CORES = 4
export LEC_CHECK = 1
export CORE_UTILIZATION = 50
[flow/constraint.sdc]
current_design interleaver

set clk_period 16.6
set clk_io_pct 0.2

create_clock -name clk0 -period $clk_period [get_ports {clk}]

set non_clock_inputs [all_inputs -no_clocks]
set_input_delay [expr $clk_period * $clk_io_pct] -clock clk0 $non_clock_inputs
set_output_delay [expr $clk_period * $clk_io_pct] -clock clk0 [all_outputs]
[flow/design.v]
`timescale 1ns / 1ps
module interleaver(
    input wire clk,
    input wire reset,
    input wire in,
    output reg out
    );
	reg [6:0]k;
	wire [7:0]i;
	reg [6:0]Ncbps;
ktoi ktoi (
    .Ncbps(Ncbps), 
    .k(k), 
    .i(i)
    );
	reg flag; 
	always@(posedge clk or negedge reset)
	begin
		if (!reset)
		begin
			k <= 0;
			Ncbps <= 7'd48;
			flag <= 0;
		end	
		else if (Ncbps == 7'd48 && k == 7'd47)  
		begin												 
			k <= 0;
			Ncbps <= 7'd96;
			flag <= 1;  
		end	
		else if (k == 7'd95)  
		begin
			k <= 0;
			flag <= ~flag;
		end	
		else
			k <= k+1;  
	end	
	reg [0:47]signal;  
	always@(posedge clk or negedge reset)
	begin
		if (!reset)
			signal <= 0;
		else if(Ncbps == 7'd48)
			signal[i] <= in;
	end
	reg [0:95]a,b;  
	always@(posedge clk or negedge reset)
	begin
		if (!reset)
		begin
			a <= 0; b <= 0;
		end
		else if (Ncbps == 7'd96 && flag == 1)	
			a[i] <= in;
		else if (Ncbps == 7'd96 && flag == 0)	
			b[i] <= in;
	end
	reg [7:0]counter;
	always@(posedge clk or negedge reset)
	begin
		if (!reset)
			counter <= 0;
		else if (counter < 8'd143)
			counter <= counter +1;
		else if (counter == 8'd143)
			counter <= 8'd255;  
	end	
	always@(posedge clk or negedge reset)
	begin
		if (!reset)
		begin
		end
		else if (counter <= 143)
		begin
			if (counter >= 96)
			begin
				out <= signal[counter - 96];  
			end
		end
		else if (counter == 255 && flag == 0)  
			out <= a[k];
		else if (counter == 255 && flag == 1)
			out <= b[k];	
	end
endmodule
module ktoi(Ncbps,k,i);
	input wire [6:0]Ncbps;  
	input wire [6:0]k;
	output reg [7:0]i;
	always@(*)
	begin
		if (Ncbps == 7'd48)
		begin
			i = (4'd3)*(k%(5'd16)) + (k >> 4);
		end
		else if (Ncbps == 7'd96)
		begin
			i = (4'd6)*(k%(5'd16)) + (k >> 4);
		end
		else  
			i = 8'b0;
	end
endmodule
==> deck_impl_summary.md <==
Physical Implementation Snapshot

Setup path
  • Most used cell, CP: ha_1
  • CP Launch Point: k[1]$_DFF_PN0_
  • Crit path launch type: flop
  • Setup crit end: a[11]$_DFFE_PN0P_
  • Stages on worst setup path: 22
  • WP data arrival: 7.62 ns
  • Kind of critical path: flop to flop
  • Crit path DRT: 17.04 ns
  • Slowest stage cell on the critical path: nor3_4
  • Delay-heaviest family, CP: simple AND/OR/NAND/NOR gates
  • Critical Path Fanout Max: 24
  • Worst R2R End: a[11]$_DFFE_PN0P_
  • Buffers and inverters on the worst path: 2
  • Setup slack, reg-to-reg: 9.42 ns
  • Max incr delay on CP: 0.66 ns
  • Worst Reg-to-Reg Cells: 22
  • RR Startpoint: k[1]$_DFF_PN0_
  • CP cell instances: buf_4 -> fa_1 -> ha_1 -> nand2b_1 -> a2111o_1 -> a211oi_1 -> a21oi_1 -> inv_1 -> ha_1 -> xnor2_1 -> nor2_1 -> nand2_1 -> ha_1 -> or4b_2 -> nor3_1 -> a31oi_1 -> nor3_1 -> nand2b_1 -> or3_1 -> nor3_4 -> nand2_1 -> mux2_1
  • Crit. End Element: flop

Final timing
  • Post-route setup TNS: 0 ns
  • # setup viols final: 0
  • Slew @ Worst Pin: 0.868 ns
  • Final hold violations: 0
  • Slew headroom: 0.420
  • Fin Clk Skew: 0.00568 ns
  • Hold slack: 0.497 ns
  • Peak Freq: 139 MHz
  • Min Clock Period, post-route: 7.18 ns
  • Fin. max-slew vios: 0
  • RSZ-0062 raised after global routing: no
  • Post-layout period usage of the worst path: 0.433

Die
  • Initial Utilization: 0.512
  • # rows: 63
  • Num ports: 4
  • Die area: 31300 um^2
  • Core area: 29900 um^2
  • Die Y: 177 um
  • Die Span X: 177 um

CTS
  • Clock tree buffer depth: 3
  • Post-CTS Setup Bufs: 0
  • Post-CTS sizing: 0
  • Late-Pin Clk Latency: 0.55 ns
  • Root Driver: clkbuf_16
  • Inserted Clock Buffers: 30
  • CTS clk-pin slew, worst paths: 0.06 ns
  • Hold buffer count at CTS: 0
  • CTS H-tree lvls: 1
  • Clock sink count: 259
  • CTS tree: built

Drt
  • Post-DRT Antenna Nets: 0
  • DR WL/cell: 21.3 um
  • Via density: 5.95
  • Remaining DRCs: 0
  • Drt pass-1 iters: 5
  • Vias: 10800
  • Routed Wire Length: 38.5 mm
  • DRT iter0 DRCs: 756
  • Diode count: 0

Power and ir drop
  • Power per cell area: 83.5 nW/um^2
  • Final Power: 1.40 mW
  • Leak Pwr: 6.97 nW
  • Max IR drop VDD: 0.0825 mV

Synth
  • Ys Warns: 2
  • YS chip area: 15300 um^2
  • Cell Type Count: 80
  • Dominant register cell: dfrtp_1
  • Area contributors post-synth: dfrtp_1 42%, mux2_2 16%, mux4_2 7.2%, nand2_1 5.7%, ha_1 3.8%
  • Synth Seq Share: 0.424
  • Top cell area share: 0.421
  • Yosys cell count: 1409
  • Gate Count Post-Synth: 1409
  • Number of enable flip-flop cells: 1
  • Cell taking the most area after synthesis: dfrtp_1
  • Syn avg cell area: 10.9 um^2
  • Mapped Area: 15300 um^2
  • Register bit total from synthesis: 259
  • Asr flop ratio synth: 0.996

Layout
  • Area grow syn2layout: 9.80%
  • Share of cells above drive strength 1: 0.288
  • Most frequent cells in the layout: 256 x dfrtp_1, 233 x nand2_1, 218 x mux2_2
  • Core Util, Final: 0.562
  • Most used logic cell in the final layout: dfrtp_1

GRT
  • Tot GR Track Use: 0.272
  • Largest net degree at the start of global routing: 115
  • Vias in the first global route: 10900
  • Congestion Overflow GR: 0
  • First-pass GRT wire length: 62.2 mm
  • Initial antenna violation count: 0

Placed design
  • Port Buf Inserts: 3
  • Global placement routability congestion: 0.886
  • Post-DP HPWL: 25.3 mm

Job
  • OpenROAD warning count: 42
  • Total of max-cap violations: 0

Run status
  • Outcome: complete, no violations

Hold path
  • Min-delay src: b[95]$_DFFE_PN0P_
  • HP Class: flop to flop
==> registers in the layout (all words and copies together) (netlist names) <==
signal,flops
b,96
Ncbps,2
signal,48
a,96
counter,8
out,1
flag,1
k,7
==> where the power goes <==
part	switching [mW]	leakage, nW	total, mW	internal [mW]
clock network	0.267	0.524	0.697	0.430
registers	0.00866	3.27	0.658	0.649
logic	0.0277	3.18	0.0487	0.0210
total	0.303	6.97	1.40	1.10
==> worst reg2reg max path, stage by stage (launching register included) <==
cell and delay, ns:
dfrtp_1 0.34, buf_4 0.37, fa_1 0.57, ha_1 0.40
nand2b_1 0.09, a2111o_1 0.40, a211oi_1 0.58, a21oi_1 0.24
inv_1 0.14, ha_1 0.27, xnor2_1 0.15, nor2_1 0.29
nand2_1 0.09, ha_1 0.31, or4b_2 0.58, nor3_1 0.15
a31oi_1 0.11, nor3_1 0.25, nand2b_1 0.14, or3_1 0.45
nor3_4 0.66, nand2_1 0.15, mux2_1 0.33
==> cell type report <==
type	instances	area, um^2
well taps	390	488
clock buffers	36	825
flip-flops and latches	259	6490
clock inverters	20	233
inverters	29	109
repair buffers	39	319
fillers	2489	13100
multi-input cells	1033	8330
==> Yosys cell counts (6+ instances only) <==
library cell    n
o31ai_1         6
or3_1           7
inv_1          27
nor4_1         10
mux2_2        218
mux2i_1        13
o21ai_0        14
a21oi_1        23
mux2_4         20
nor2b_1        10
a211oi_1        9
nand2b_1       12
nand3_1        23
xnor2_1        19
and3_1          9
xor2_1          8
nor3_1         15
dfrtp_1       257
buf_2          10
clkbuf_1       66
ha_1           47
buf_1           6
o22ai_1         6
nand4_1        21
mux4_2         49
and2_1         17
nor2_1        147
nand2_1       233
nor3_2          6
==> worst min path at each step <==
stage / endpoint / slack, ns / cells after the start
finish: b[95]$_DFFE_PN0P_ / 0.50 / 1
global route: a[28]$_DFFE_PN0P_ / 0.51 / 1
CTS: a[95]$_DFFE_PN0P_ / 0.50 / 1
==> metrics by stage <==
| stage | instances | area (um^2) | setup slack (ns) |
|---|---|---|---|
| 4_1_cts | 1806 | 16800 | 9.44 |
| 3_5_place_dp | 1750 | 15700 | 9.44 |
| 2_1_floorplan | 1409 | 15300 | 10.0 |
| 5_1_grt | 1806 | 16800 | 8.82 |
| 6_report | 1806 | 16800 | 9.42 |
| 3_3_place_gp | 1750 | 15700 | 9.50 |
==> per-layer routing <==
| layer | GRT usage | wire length (um) |
|---|---|---|
| met4 | 0.0596 | 955 |
| met3 | 0.0644 | 2330 |
| met1 | 0.419 | 17300 |
| met2 | 0.413 | 17900 |
| met5 | 0 | 0 |
==> logic make-up after synthesis <==
logic type                 after synthesis  synth area share
and+or+nand+nor                        543             0.167
muxes                                  303             0.263
DFF                                    259             0.424
buffers and inverters                  117            0.0315
AOI/OAI and AO/OA                      106            0.0507
adders and majority gates               50            0.0424
xor gates and xnor gates                31            0.0210
Power is estimated from default activity; no workload was simulated.
